==> design/flow/design.v <==
module mux(sel,inp0, inp1, inp2, inp3, inp4, inp5, inp6, inp7, inp8, 
           inp9, inp10, inp11, inp12, inp13, inp14, inp15, inp16, inp17,
           inp18, inp19, inp20, inp21, inp22, inp23, inp24, inp25, inp26,
           inp27, inp28, inp29, inp30, out);
  input [4:0] sel;
  input [1:0] inp0, inp1, inp2, inp3, inp4, inp5, inp6,
            inp7, inp8, inp9, inp10, inp11, inp12, inp13, 
            inp14, inp15, inp16, inp17, inp18, inp19, inp20,
            inp21, inp22, inp23, inp24, inp25, inp26,
            inp27, inp28, inp29, inp30;
  output [1:0] out;
  reg [1:0] out;
  always @(sel or inp0  or inp1 or  inp2 or inp3 or inp4 or inp5 or inp6 or
            inp7 or inp8 or inp9 or inp10 or inp11 or inp12 or inp13 or 
            inp14 or inp15 or inp16 or inp17 or inp18 or inp19 or inp20 or
            inp21 or inp22 or inp23 or inp24 or inp25 or inp26 or inp27 or 
            inp28 or inp29 or inp30 )
  begin
    case(sel)
      5'b00000: out = inp0;  
      5'b00001: out = inp1;  
      5'b00010: out = inp2;  
      5'b00011: out = inp3;  
      5'b00100: out = inp4;  
      5'b00101: out = inp5;  
      5'b00110: out = inp6;  
      5'b00111: out = inp7;  
      5'b01000: out = inp8;  
      5'b01001: out = inp9;  
      5'b01010: out = inp10;
      5'b01011: out = inp11;
      5'b01101: out = inp12;   
      5'b01101: out = inp13;
      5'b01110: out = inp14;
      5'b01111: out = inp15;
      5'b10000: out = inp16;
      5'b10001: out = inp17;
      5'b10010: out = inp18;
      5'b10011: out = inp19;
      5'b10100: out = inp20;
      5'b10101: out = inp21;
      5'b10110: out = inp22;
      5'b10111: out = inp23;
      5'b11000: out = inp24;
      5'b11001: out = inp25;
      5'b11010: out = inp26;
      5'b11011: out = inp27;
      5'b11100: out = inp28;
      5'b11101: out = inp29;
      default: out = 0;
    endcase
  end
endmodule 
==> design/flow/run.sh <==
#!/bin/bash
# OpenROAD 26Q1-2900-gdf79404cd8, Yosys 0.63+post, stock flow scripts
make -C /OpenROAD-flow-scripts/flow DESIGN_CONFIG=/design/flow/config.mk WORK_HOME=/design/flow/orfs finish
==> design/flow/config.mk <==
export PLATFORM = sky130hd
export DESIGN_NAME = mux
export DESIGN_NICKNAME = mux
export VERILOG_FILES = /design/flow/design.v
export SDC_FILE = /design/flow/constraint.sdc
export NUM_CORES = 4
export LEC_CHECK = 1
export CORE_AREA = 10 10 70 70
export DIE_AREA = 0 0 80 80
==> design/flow/constraint.sdc <==
current_design mux

set clk_period 3.2
set clk_io_pct 0.2

create_clock -name clk0 -period $clk_period

set non_clock_inputs [all_inputs -no_clocks]
set_input_delay [expr $clk_period * $clk_io_pct] -clock clk0 $non_clock_inputs
set_output_delay [expr $clk_period * $clk_io_pct] -clock clk0 [all_outputs]
==> commit_impl_results.txt <==
Refresh implementation metrics

* Top logic cells by instance count in the layout: clkdlybuf4s50_1 (58), buf_4 (25), nand3_1 (13)
* Final hold viol count: 0
* Total Negative Setup Slacks: 0 ns
- Kind of capture point of the worst setup path: output port
* Worst setup margin: between 0.2 and 0.25 ns
- Die Wd: 80 um
- Initial antenna violation count: 0
- Floorplan-stage core utilization: approximately a fifth
* Post-route cell area: 1560 sq um
- The area fraction of the largest cell type after synthesis is 11.6%.
* Number of cell instances after yosys synthesis: 95
- Share of cells above drive strength 1: 23.7%
* Final count of pins violating max slew: 0
- For the finished layout, the period the worst path requires is 2.99 ns.
- Core area: 3420 sq um
- FF/Latch Area: 0 sq um
- For reference, the top cells by area after synthesis are mux2_2 (12%), nand3_1 (9.6%), mux2i_1 (8.9%).
- In this run the maximum-capacitance check reported violations numbering 0.
- OpenROAD reports that the post-layout worst path occupies approximately 93% of the period.
* Total setup buffers inserted after CTS: 0
* Required time reported for the critical path endpoint: around 2.6 ns
* TritonRoute pass-1 iters: 5
* Inserted Diodes: 0
- Type of the worst min-delay path: input port to output port
* Pin count of the biggest net entering global routing: 14
* Total of warnings raised by yosys: 1
* Nature of the critical path startpoint: input port
* Number of DRC markers after the initial detailed-route iteration: 30
* Summed instance area of the synthesized netlist: 678 sq um
* GRT Resource Usage Total: between 10% and 20%
* Tally of unique sky130hd cells used after synthesis: 37
- According to the dpl log, the detail-placed design has an HPWL of between 2 and 3 mm.
- In the final layout, the fill cell count is 351.
- The flow ran to the end, and the final reports show no timing, DRC or antenna violations.
- In this run the full chip footprint comes out at 6400 sq um.
- In the post-route report, total wirelength is listed as 3.37 mm.
* Leakage power summed over all cells: 0.632 nW
- RSZ-0062 raised after global routing: no
- STA puts the critical path data arrival time at 2.35 ns.
* WS Path Type: input port to output port
* Post-route ant nets: 0
* Grt ovf: 0
* Vias in the first global route: roughly 1200
- Io pins: 69
- Buffers on Ports: 65
- Number of placement rows: 21
* Part of the Yosys area used for sequential elements: 0%
- Max-Slew Margin vs Limit: between 70% and 80%
- In the routed layout, each cell is associated on average with a via count of 4.71.
- Counting tap cells, the placed design contains a total of 222 instances.
- After detailed routing, the average wire length per cell comes to 15.1 um.
- Max fanout on the critical path was recorded as 1.
- FFs & Latches: 0
* Achievable frequency: approximately 0.33 GHz
* Cell area reported after detailed placement: 1530 sq um
- Height of the chip: 80 um
- Sorting the Yosys area breakdown by cell type puts at the top mux2_2.
* Worst slack on hold paths: 2.09 ns
- Number of design rule violations left after detail routing: 0
* Number of standard cells after synthesis: ~95
- Power density relative to cell area: 116 nW/um^2
- The logs give a warning total of 37.
- Per the layout report, the design carries 0 clock buffers.
* Transition at the pin with the smallest max-transition slack: 0.348 ns
- The first global-routing pass estimated 5.47 mm of wire.
- Setup violations, final: 0
* Area of the synthesized netlist per yosys stat: between 600 and 700 sq um
* Post-place setup slack: -0.357 ns
* Avg Inst Size Synth: 7.14 sq um
- Leaving out filler cells and counting taps, the final layout contains ~220.
* Maximum resistive drop on vdd: 0.0440 mV
- The routed layout has about 1100 vias.
- Routability-driven placement finished with a final weighted congestion of 0.818.
* Area Growth Syn to Fin: 130%
* Most frequently placed logic cell in the final layout: clkdlybuf4s50_1
-- per-stage QoR --
| stage | util [%] | power [mW] |
|---|---|---|
| finish | 45.8 | 0.181 |
| global route | 45.8 | 0.198 |
| CTS | 45.3 | 0.183 |
| detailed placement | 44.8 | 0.182 |
| global placement | 44.8 | 0.181 |
| floorplan | - | 0.0635 |
-- cell usage after synthesis (all sizes together) (3+ instances only) --
library cell / n
clkbuf: 3
nor3: 5
a21oi: 3
buf: 8
nor2b: 5
nand3: 13
nand4: 6
a31oi: 5
nand3b: 3
mux2i: 6
mux2: 8
-- repair_timing --
item | CTS | global route
pin swaps | 0 | 2
resized | 10 | 4
endpoints found under the setup margin | 2 | 1
hold buffers | 0 | 0
gates cloned | 0 | 1
-- worst max-delay path: stages --
cell and delay [ns]:
clkdlybuf4s50_1 0.41, mux2_4 0.27, a22oi_1 0.17, or3_1 0.13, o2111ai_1 0.11, or4_1 0.47, dlymetal6s2s_1 0.15
-- path summary, 6_finish.rpt --
kind	slack, ns	to	depth (start not counted)	start
setup / recovery	0.21	out[0]	7	inp0[0]
hold / removal	2.09	out[1]	5	sel[3]
-- power by group --
| group | total (mW) | internal [mW] | switching (mW) |
|---|---|---|---|
| logic | 0.181 | 0.125 | 0.0568 |
| registers | 0 | 0 | 0 |
| clock network | 0 | 0 | 0 |
| total | 0.181 | 0.125 | 0.0568 |
-- routing by layer --
metal  vias to the layer above  share of wire (%)  GRT usage, %
met1                       473                 44          13.5
met4                         0                  0             0
met5                         -                  0             0
met2                        31                 50          17.9
li1                        547                  -             -
met3                         0                5.6          1.82
-- area by class of cell --
class                      count  area (sq um)  area share [%]
inverter                       2          7.51           0.480
multi-input combinational     82           627            40.1
tap                           46          57.6            3.68
timing repair buffer          93           871            55.7
-- cells by family after synthesis --
| family | after synthesis | share of synthesized area [%] |
|---|---|---|
| and+or+nand+nor | 46 | 40.2 |
| AOI/OAI and AO/OA | 20 | 20.7 |
| buffers and inverters | 13 | 9.78 |
| muxes | 16 | 29.3 |
No activity file was given, so power comes from the tool's default toggle rates.
