### /design/flow/design.v
`timescale 1ns / 1ps
module I2C_Master( 
   input wire clk,
	input wire rst,
	input wire [6:0] addr,
	input wire [7:0] data_in,
	input wire enable,
	input wire rw,
	output reg [7:0] data_out,
	output wire ready,
	inout i2c_sda,
	inout wire i2c_scl
	);
   localparam IDLE = 0;
	localparam START = 1;
	localparam ADDRESS = 2;
	localparam READ_ACK = 3;
	localparam WRITE_DATA = 4;
	localparam WRITE_ACK = 5;
	localparam READ_DATA = 6;
	localparam READ_ACK2 = 7;
	localparam STOP = 8;
	localparam DIVIDE_BY = 4;
	reg [7:0] state;
	reg [7:0] saved_addr;
	reg [7:0] saved_data;
	reg [7:0] counter;
	reg [7:0] counter2 = 0;
	reg write_enable;
	reg sda_out;
	reg i2c_scl_enable = 0;
	reg i2c_clk = 1;
	assign ready = ((rst == 0) && (state == IDLE)) ? 1 : 0;
	assign i2c_scl = (i2c_scl_enable == 0 ) ? 1 : i2c_clk;
	assign i2c_sda = (write_enable == 1) ? sda_out : 'bz;
	i2c_slave_controller slave (
    .sda(i2c_sda), 
    .scl(i2c_scl)
    );
	always @(posedge clk) begin
		if (counter2 == (DIVIDE_BY/2) - 1) begin
			i2c_clk <= ~i2c_clk;
			counter2 <= 0;
		end
		else counter2 <= counter2 + 1;
	end 
	always @(negedge i2c_clk, posedge rst) begin
		if(rst == 1) begin
			i2c_scl_enable <= 0;
		end else begin
			if ((state == IDLE) || (state == START) || (state == STOP)) begin
				i2c_scl_enable <= 0;
			end else begin
				i2c_scl_enable <= 1;
			end
		end
	end
	always @(posedge i2c_clk, posedge rst) begin
		if(rst == 1) begin
			state <= IDLE;
		end		
		else begin
			case(state)
				IDLE: begin
					if (enable) begin
						state <= START;
						saved_addr <= {addr, rw};
						saved_data <= data_in;
					end
					else state <= IDLE;
				end
				START: begin
					counter <= 7;
					state <= ADDRESS;
				end
				ADDRESS: begin
					if (counter == 0) begin 
						state <= READ_ACK;
					end else counter <= counter - 1;
				end
				READ_ACK: begin
					if (i2c_sda == 0) begin
						counter <= 7;
						if(saved_addr[0] == 0) state <= WRITE_DATA;
						else state <= READ_DATA;
					end else state <= STOP;
				end
				WRITE_DATA: begin
					if(counter == 0) begin
						state <= READ_ACK2;
					end else counter <= counter - 1;
				end
				READ_ACK2: begin
					if ((i2c_sda == 0) && (enable == 1)) state <= IDLE;
					else state <= STOP;
				end
				READ_DATA: begin
					data_out[counter] <= i2c_sda;
					if (counter == 0) state <= WRITE_ACK;
					else counter <= counter - 1;
				end
				WRITE_ACK: begin
					state <= STOP;
				end
				STOP: begin
					state <= IDLE;
				end
			endcase
		end
	end
	always @(negedge i2c_clk, posedge rst) begin
		if(rst == 1) begin
			write_enable <= 1;
			sda_out <= 1;
		end else begin
			case(state)
				START: begin
					write_enable <= 1;
					sda_out <= 0;
				end
				ADDRESS: begin
					sda_out <= saved_addr[counter];
				end
				READ_ACK: begin
					write_enable <= 0;
				end
				WRITE_DATA: begin 
					write_enable <= 1;
					sda_out <= saved_data[counter];
				end
				WRITE_ACK: begin
					write_enable <= 1;
					sda_out <= 0;
				end
				READ_DATA: begin
					write_enable <= 0;				
				end
				STOP: begin
					write_enable <= 1;
					sda_out <= 1;
				end
			endcase
		end
	end
endmodule
module i2c_slave_controller(
	inout sda,
	inout scl
	);
	localparam ADDRESS = 7'b0101010;
	localparam READ_ADDR = 0;
	localparam SEND_ACK = 1;
	localparam READ_DATA = 2;
	localparam WRITE_DATA = 3;
	localparam SEND_ACK2 = 4;
	reg [7:0] addr;
	reg [7:0] counter;
	reg [7:0] state = 0;
	reg [7:0] data_in = 0;
	reg [7:0] data_out = 8'b11001100;
	reg sda_out = 0;
	reg sda_in = 0;
	reg start = 0;
	reg write_enable = 0;
	assign sda = (write_enable == 1) ? sda_out : 'bz;
	always @(negedge sda) begin
		if ((start == 0) && (scl == 1)) begin
			start <= 1;	
			counter <= 7;
		end
	end
	always @(posedge sda) begin
		if ((start == 1) && (scl == 1)) begin
			state <= READ_ADDR;
			start <= 0;
			write_enable <= 0;
		end
	end
	always @(posedge scl) begin
		if (start == 1) begin
			case(state)
				READ_ADDR: begin
					addr[counter] <= sda;
					if(counter == 0) state <= SEND_ACK;
					else counter <= counter - 1;					
				end
				SEND_ACK: begin
					if(addr[7:1] == ADDRESS) begin
						counter <= 7;
						if(addr[0] == 0) begin 
							state <= READ_DATA;
						end
						else state <= WRITE_DATA;
					end
				end
				READ_DATA: begin
					data_in[counter] <= sda;
					if(counter == 0) begin
						state <= SEND_ACK2;
					end else counter <= counter - 1;
				end
				SEND_ACK2: begin
					state <= READ_ADDR;					
				end
				WRITE_DATA: begin
					if(counter == 0) state <= READ_ADDR;
					else counter <= counter - 1;		
				end
			endcase
		end
	end
	always @(negedge scl) begin
		case(state)
			READ_ADDR: begin
				write_enable <= 0;			
			end
			SEND_ACK: begin
				sda_out <= 0;
				write_enable <= 1;	
			end
			READ_DATA: begin
				write_enable <= 0;
			end
			WRITE_DATA: begin
				sda_out <= data_out[counter];
				write_enable <= 1;
			end
			SEND_ACK2: begin
				sda_out <= 0;
				write_enable <= 1;
			end
		endcase
	end
endmodule
### /design/flow/constraint.sdc
current_design I2C_Master

set clk_period 1.8
set clk_io_pct 0.2

create_clock -name clk0 -period $clk_period [get_ports {clk}]
create_clock -name clk1 -period $clk_period [get_ports {i2c_scl}]
create_clock -name clk2 -period $clk_period [get_ports {i2c_sda}]

set non_clock_inputs [all_inputs -no_clocks]
set_input_delay [expr $clk_period * $clk_io_pct] -clock clk0 $non_clock_inputs
set_output_delay [expr $clk_period * $clk_io_pct] -clock clk0 [all_outputs]
### /design/flow/config.mk
export PLATFORM = sky130hd
export DESIGN_NAME = I2C_Master
export DESIGN_NICKNAME = I2C_Master
export VERILOG_FILES = /design/flow/design.v
export SDC_FILE = /design/flow/constraint.sdc
export NUM_CORES = 4
export LEC_CHECK = 1
export CORE_AREA = 10 10 113 113
export DIE_AREA = 0 0 123 123
### /design/flow/run.sh
#!/bin/bash
# OpenROAD 26Q1-2900-gdf79404cd8, Yosys 0.63+post, stock flow scripts
make -C /OpenROAD-flow-scripts/flow DESIGN_CONFIG=/design/flow/config.mk WORK_HOME=/design/flow/orfs finish
==> run notes <==
Notes on the flow outputs.

- The placement row count is 37.
- Summing all multi-input logic gate instances after layout gives 688.2 µm².
- The detailed-route via count reads 1093.
- The pre-placement core utilization is 0.1613.
- The total die area is approximately 15000 µm².
- In the final routed layout, each cell accounts on average for 9.460 µm.
- The number of hold buffers added after cts reads 0.
- For this run, the chip area from Yosys synthesis comes to between 1500 and 2000 µm².
- The number of gates resized after CTS was 0.
- The via count of the first global-routing pass is between 1k and 1.5k.
- The CTS tree reads yes.
- The wire length of the first global-routing pass is 4836 µm.
- The analysis attributes to cell leakage a power of 0.7046 nW.
- Of the total power, the clock network draws 0.504.
- The flow ran to the end, and the final reports show no timing, DRC or antenna violations.
- The number of cells in Yosys stat is 149.
- The root buffer selected by CTS reads sky130_fd_sc_hd__clkbuf_8.
- The async set or reset register ratio after synthesis is 0.2353.
- Per the synthesis report, the simple-gate share of the synthesized area is 0.1998.
- During placement, the flow inserted port buffers numbering 12.
- The most used flip-flop cell after synthesis is sky130_fd_sc_hd__edfxtp_1.
- Per the repair_timing log after CTS, setup buffers inserted total 0.
- The overall power of the completed layout reads between 0.4 and 0.5 mW.
- The final estimated routing congestion in global placement reads 0.8281.
- The maximum root-to-sink buffer count reads 2.
- The final clock skew reads 0.006647 ns.
- The count of unclocked register or latch pins reads 25.
- The initial DRC count is 47.
- The depth of the CTS H-tree is 1.
- Per the detailed-route log, wirelength across all metal layers totals approximately 2800 µm.
- The max-capacitance violation count reads 0.
- The sequential fraction of design power is 0.449.
- The transition time at the pin with the least slew margin reads 0.7618 ns.
- The element type at the critical path start reads a primary input.
- Synthesis handed over a netlist of 149 instances.
- The count of endpoints without a timing constraint is 49.
- The share of the Yosys chip area taken by registers is 0.5417.
- In this run the cell area of the synthesized design comes to 1665 µm².
- The routed design shows a via density per instance of 3.668.
- The highest fanout seen on the critical path reads 2.
- Per the TritonCTS log, the buffer count is 3.
- The analysis attributes to net switching a power of 0.08799 mW.
- In this run, synthesis inferred 18 flip-flops with an integrated enable.
- The count of warning messages emitted by the tools reads 46.
- The number of detailed-routing iterations run before antenna repair is 4.
- The final setup violation count is 0.
- The cell area after layout is 1993 µm².
- The number of distinct standard cells referenced by the synthesized netlist is ~46.
- The compound-gate portion of the synthesized area reads 0.1029.
- The tightest min-delay check is of the reg -> reg type.
- The flip-flop and latch count after synthesis is 34.
- The remaining max-slew budget at the tightest pin reads 0.4911.
- The mux share of post-synthesis cell area reads 0.01277.
- The die outline width is 123 µm.
- The sum of negative setup slack is 0 ns.
- The critical path start-end classification reads in -> out.
- The post-CTS clock slew at the launch and capture registers of the worst setup and hold paths reads ~0.040 ns.
- The post-placement cell area is 1948 µm².
- The count of unresolved DRC violations after routing is 0.
- The filler cell count in the final layout reads ~1.1k.
- The count of antenna diodes in the layout reads 0.
- In this run the layout overhead on the synthesized area is reported as 19.68%.
- The share of synthesized cell area in full adder, half adder and majority cells reads 0.03005.
- The number of nets with antenna violations after routing reads 0.
- The kind of end point of the critical path reads an output pin.
- The final max-slew violation count reads 0.
- The proportion of power drawn by combinational gates reads 0.047.
- The storage element area is 902.1 µm².
- The number of endpoints with negative hold slack in the final report is 0.
- The I/O pin count is 30.
- The detailed placement HPWL reads about 2100 µm.
- Grouping non-sequential cells by family puts the most area in simple AND/OR/NAND/NOR gates.
- The internal cell power is ~0.37 mW.
- In the final layout, the share of cells above drive strength 1 is 0.07407.
- For this run, the total global-route usage over all layers was measured as 0.03715.
- Setup repair after global routing left no endpoint under its margin.
- The post-synthesis share of cell area spent on xor and xnor gates reads 0.06311.
- The pin count of the biggest net entering global routing is 27.
- The required time of the critical path is between 1 and 1.5 ns.
- The power density normalized to cell area reads 230.4 nW/µm².
- In this run the VDD rail shows a maximum IR drop of 450.6 µV.
- The initial antenna violation count reads 0.
- The script computed the net switching share of total power as 0.1916.
- Global routing finished with a remaining overflow of 0.
- The synthesis warning total is 40.
- For the worst setup path, the data arrival time is 1.38 ns.
- The floorplan core area is between 10000 and 15000 µm².
- According to the floorplan report, the die height is 123 µm.
- The average instance area after synthesis is 11.18 µm².
-- final timing paths --
check / start / end / slack (ns) / cells past startpoint
setup / recovery: rst / ready / 0.06 / 3
hold / removal: counter2[0] / counter2[0] / 0.48 / 1
setup reg to reg: counter2[0] / counter2[2] / 0.25 / 5
hold reg to reg: counter2[0] / counter2[0] / 0.48 / 1
-- per-stage QoR --
| stage | util | hold slack, ns | setup WS, ns | cells |
|---|---|---|---|---|
| 6_report | 0.1931 | 0.4773 | 0.06450 | 298 |
| 5_1_grt | 0.1931 | 0.5033 | 0.009083 | 298 |
| 4_1_cts | 0.1931 | 0.4782 | 0.03870 | 298 |
| 3_5_place_dp | 0.1887 | 0.4704 | 0.05730 | 294 |
| 3_3_place_gp | 0.1887 | 0.4646 | 0.05788 | 294 |
| 2_1_floorplan | - | 0.4407 | 0.2565 | 149 |
-- kinds of logic (layout without fill, tap and decap cells) --
kind of cell	count (synthesis)	count (layout)
flip-flops	34	34
other	2	2
adder cells (fa/ha/maj)	4	4
XOR/XNOR	12	12
AND-OR/OR-AND	22	22
multiplexers	2	2
AND/OR/NAND/NOR	55	55
buffers and inverters	18	31
-- metal layers --
layer | global-route usage | wire length, µm | part of all wire
met5 | 0 | 0 | 0
met4 | 0.005095 | 8 | 0.0028
met3 | 0.008326 | 125 | 0.044
met2 | 0.05422 | 1192 | 0.42
met1 | 0.05673 | 1492 | 0.53
-- worst max-delay path, stage by stage --
cell                              delay (ns)
sky130_fd_sc_hd__clkdlybuf4s50_1        0.42
sky130_fd_sc_hd__nor2b_1                0.12
sky130_fd_sc_hd__clkdlybuf4s50_1        0.47
-- cells in the final DEF, fill, tap and decap left out, drive strengths merged, types with 3 or more instances in the layout --
cell type / netlist / layout
nor2: 9 / 9
nor2b: 3 / 3
or3: 3 / 3
nand3: 3 / 3
nor3: 6 / 6
ha: 4 / 4
xor2: 3 / 3
clkbuf: 2 / 4
nor3b: 5 / 5
nand2: 7 / 7
dfxtp: 8 / 8
and2: 4 / 4
xnor2: 9 / 9
edfxtp: 18 / 18
dfrtp: 6 / 6
inv: 12 / 12
buf: 4 / 3
clkdlybuf4s50: 0 / 12
a41oi: 3 / 3
a21oi: 3 / 3
o31a: 4 / 4
-- registers in the layout, summed over array words and instances (netlist names) --
signal	flops
counter2	8
counter	8
data_out	8
state	7
i2c_clk	1
i2c_scl_enable	1
saved_addr	1
-- Yosys cell counts, types with 3 or more instances --
master                     count  area share
sky130_fd_sc_hd__a21oi_1       3      0.0090
sky130_fd_sc_hd__a41oi_1       3       0.016
sky130_fd_sc_hd__and2_1        4       0.015
sky130_fd_sc_hd__buf_2         3      0.0090
sky130_fd_sc_hd__dfrtp_1       6       0.090
sky130_fd_sc_hd__dfxtp_1       8       0.096
sky130_fd_sc_hd__edfxtp_1     18        0.32
sky130_fd_sc_hd__ha_1          4       0.030
sky130_fd_sc_hd__inv_1        12       0.027
sky130_fd_sc_hd__nand2_1       7       0.016
sky130_fd_sc_hd__nand3_1       3      0.0090
sky130_fd_sc_hd__nor2_1        9       0.020
sky130_fd_sc_hd__nor2b_1       3       0.011
sky130_fd_sc_hd__nor3_1        6       0.018
sky130_fd_sc_hd__nor3b_1       5       0.023
sky130_fd_sc_hd__o31a_1        4       0.021
sky130_fd_sc_hd__or3_1         3       0.011
sky130_fd_sc_hd__xnor2_1       9       0.047
sky130_fd_sc_hd__xor2_1        3       0.016
-- power groups by stage --
stage | registers, mW | clock network (mW) | logic (mW)
after CTS | 0.206 | 0.233 | 0.0225
after global routing | 0.206 | 0.248 | 0.0249
final | 0.206 | 0.231 | 0.0216
-- layout make-up --
class                   instances  area share
well taps                     136     0.08537
inverters                      12     0.02260
multi-input cells              97      0.3453
repair buffers                 15     0.07156
flip-flops and latches         34      0.4526
clock buffers                   4     0.02260
Power figures rest on the tool's default switching activity, not on a simulated workload.
